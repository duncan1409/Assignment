==> flow/design.v <==
module _inv (
	input a,
	output y
	);
	assign y = ~a;
endmodule
module _and2 (
	input a, b,
	output y
	);
	assign y = a & b;
endmodule
module _nand2 (
	input a, b,
	output y
	);
	assign y = ~(a & b);
endmodule
module _or2 (
	input a, b,
	output y
	);
	assign y = a | b;
endmodule
module _nor2 (
	input a, b,
	output y
	);
	assign y = ~(a | b);
endmodule
module _xor2 (
	input a, b,
	output y
	);
	assign y = ( ~a & b) | ( a & ~b);
endmodule
module _xnor2 (
	input a, b,
	output y
	);
	assign y = ~(( ~a & b) | ( a & ~b));
endmodule
module mx2 (
	input d0, d1, s,
	output y
	);
	wire sb, w0, w1;	
	_inv iv0(
		.a (s),
		.y (sb)
	);
	_nand2 nd20(
		.a (d0),
		.b (sb),
		.y (w0)
		);
	_nand2 nd21(
		.a (d1),
		.b (s),
		.y (w1)
		);
	_nand2 nd22(
		.a (w0),
		.b (w1),
		.y (y)
		);
endmodule
module mx8_4bits(y, a, b, c, d, e, f, g, h, s2, s1, s0);
  input [3:0] a, b, c, d, e, f, g, h;
  input s2, s1, s0;
  output [3:0] y;
  mx8 U0_mx8(.a(a[0]), .b(b[0]), .c(c[0]), .d(d[0]), .e(e[0]), .f(f[0]), .g(g[0]), .h(h[0]), .s2(s2), .s1(s1), .s0(s0), .y(y[0]));
  mx8 U1_mx8(.a(a[1]), .b(b[1]), .c(c[1]), .d(d[1]), .e(e[1]), .f(f[1]), .g(g[1]), .h(h[1]), .s2(s2), .s1(s1), .s0(s0), .y(y[1]));
  mx8 U2_mx8(.a(a[2]), .b(b[2]), .c(c[2]), .d(d[2]), .e(e[2]), .f(f[2]), .g(g[2]), .h(h[2]), .s2(s2), .s1(s1), .s0(s0), .y(y[2]));
  mx8 U3_mx8(.a(a[3]), .b(b[3]), .c(c[3]), .d(d[3]), .e(e[3]), .f(f[3]), .g(g[3]), .h(h[3]), .s2(s2), .s1(s1), .s0(s0), .y(y[3]));
endmodule
module mx8(a, b, c, d, e, f, g, h, s2, s1, s0, y);
  input a, b, c, d, e, f, g, h, s2, s1, s0;
  output y;
  wire w0, w1, w2, w3, w4, w5;
  mx2 U0_mx2(.d0(a), .d1(b), .s(s0), .y(w0));
  mx2 U1_mx2(.d0(c), .d1(d), .s(s0), .y(w1));
  mx2 U2_mx2(.d0(e), .d1(f), .s(s0), .y(w2));
  mx2 U3_mx2(.d0(g), .d1(h), .s(s0), .y(w3));
  mx2 U4_mx2(.d0(w0), .d1(w1), .s(s1), .y(w4));
  mx2 U5_mx2(.d0(w2), .d1(w3), .s(s1), .y(w5));
  mx2 U6_mx2(.d0(w4), .d1(w5), .s(s2), .y(y));
endmodule
==> flow/run.sh <==
#!/bin/bash
# OpenROAD 26Q1-2900-gdf79404cd8, Yosys 0.63+post, stock flow scripts
make -C /OpenROAD-flow-scripts/flow DESIGN_CONFIG=/design/flow/config.mk WORK_HOME=/design/flow/orfs finish
==> flow/config.mk <==
export PLATFORM = sky130hd
export DESIGN_NAME = mx8_4bits
export DESIGN_NICKNAME = mx8_4bits
export VERILOG_FILES = /design/flow/design.v
export SDC_FILE = /design/flow/constraint.sdc
export NUM_CORES = 4
export LEC_CHECK = 1
export CORE_AREA = 10 10 70 70
export DIE_AREA = 0 0 80 80
==> flow/constraint.sdc <==
current_design mx8_4bits

set clk_period 1.5
set clk_io_pct 0.2

create_clock -name clk0 -period $clk_period

set non_clock_inputs [all_inputs -no_clocks]
set_input_delay [expr $clk_period * $clk_io_pct] -clock clk0 $non_clock_inputs
set_output_delay [expr $clk_period * $clk_io_pct] -clock clk0 [all_outputs]
==> impl_metrics.toml <==
# physical design summary
[sta]
final.setup.worst_slack_ps = -104
totalNegativeSetupSlack_ps = -393
worst-slew-pin-transition_ps = 288
period_used_pct = 107
finalWorstPathRequiredPeriod_ps = 1600
setup_violations = 4
rsz0062_at_grt = "true"
report.final.hold_viol_count = 0
final_slew_viol_count = 0
maxClockFrequency_mhz = 623
relSlewSlack_pct = 80.8

[yosys]
synthesis.yosys.warnings = 0
synth.yosys.seq_area_share_pct = 0
synth_cell_types = 5
synthesis.area_per_instance_um2 = 16.7
yosys-stat-area_um2 = 300
syn-instance-count = 18
synth_stat.cells = 18
synthesis.area_um2 = 300

[placement]
dpl.hpwl_um = 1280
detailed_place.area_um2 = 713
place.gp.congestion = 0.794
pre_cts_ws_ps = -946
place.port_buffers = 39

[finish]
syn_to_final_growth_pct = 112
filler_cell_count = 393
multiInputGateArea_um2 = 240
final-seq-area_um2 = 0
finish.utilization_pct = 18.6
layout.sequential_cells = 0
layout-drive-gt1-share_pct = 56.9
clkbuf_count = 0
post_route_cell_area_um2 = 636

[route]
ant_nets = 0
drc_errors = 0
postRouteWirelength_um = 1400
drt_pass1_iterations = 2
via_per_inst = 3.01
n_antenna_cell = 0
drtIter0Drc = 7
detail_routed_net_length_per_standard_cell_um = 14.4
route.vias.total = 292

[power]
worst_case_vdd_ir_drop_mv = 0.0404
post_layout_power_uw = 163
power_density_nw_per_um2 = 257
p_leak_uw = 0.000264

[setup_path]
path_class = "in -> out"
critPathCapture = "y[2]"
critical_path.max_fanout = 1
crit_path_start = "h[2]"
worstPathRequired_ps = 1200
arrival_ps = 1300
cp-end-kind = "primary output"
worst_setup_path_start_kind = "primary input"

[die]
die-area_um2 = 6400
rows = 21
die_h_um = 80
boundaryPins = 39
die-width_um = 80
fp-utilization_pct = 8.79
design.core.area_um2 = 3420

[run]
warning_count = 35
cap_viol_max_count = 0

[cts]
cts_resized = 100
cts_hold_buffers = 0
post_cts.repair.setup_buffers = 0

[global_routing]
vias_in_the_first_global_route = 404
globalRoute.totalOverflow = 0
number_of_antenna_violations_at_the_first_check_in_global_routing = 0
grtUsageTotal_pct = 4.23
grt_pass1_wl_um = 2180
grt_max_degree = 9

[status]
outcome = "finished with violations"
failed_checks = "setup timing"

[hold_path]
worst_hold_path_class = "in -> out"
synthesized netlist by cell type:
master / n / area (µm²)
sky130_fd_sc_hd__buf_4: 4 / 30.0
sky130_fd_sc_hd__mux2_2: 4 / 45.0
sky130_fd_sc_hd__mux4_1: 8 / 210
sky130_fd_sc_hd__buf_6: 1 / 11.3
sky130_fd_sc_hd__clkbuf_1: 1 / 3.75
worst min path at each step:
stage                 startpoint  endpoint  slack, ps  depth (start not counted)
after global routing        h[1]      y[1]       1120                          4
final                       f[1]      y[1]       1100                          4
after CTS                   a[1]      y[1]       1110                          4
cell usage in the layout (no fill, tap or decap):
master / synthesis / routed
sky130_fd_sc_hd__clkdlybuf4s15_1: 0 / 21
sky130_fd_sc_hd__buf_2: 0 / 9
sky130_fd_sc_hd__mux4_2: 0 / 8
sky130_fd_sc_hd__mux2_4: 0 / 4
sky130_fd_sc_hd__clkbuf_2: 0 / 4
sky130_fd_sc_hd__buf_6: 1 / 3
sky130_fd_sc_hd__buf_12: 0 / 1
sky130_fd_sc_hd__dlygate4sd2_1: 0 / 1
through the flow:
step                      cells  hold slack (ps)
after floorplan              18              803
after global placement       99             1860
after detailed placement     99             1860
after CTS                    98             1110
after global routing         97             1120
final                        97             1100
final cells by class:
type	instances	area share (%)
Multi-Input combinational cell	12	37.8
Tap cell	46	9.06
Timing Repair Buffer	39	53.1
cells by family (layout without fill, tap and decap cells):
family,after synthesis,after routing,synth area share (%)
buffers and inverters,6,39,15.0
muxes,12,12,85.0
critical path: stages:
cell and delay [ps]:
sky130_fd_sc_hd__clkdlybuf4s15_1 170, sky130_fd_sc_hd__mux4_2 460, sky130_fd_sc_hd__mux2_4 260, sky130_fd_sc_hd__buf_2 110
report_power, final:
group          total, µW  internal (µW)  leakage [µW]  switching, µW
Clock                  0              0             0              0
Combinational        163            125      0.000264           38.8
Sequential             0              0             0              0
Total                163            125      0.000264           38.8
metal layers:
layer | global-route usage, % | vias up | part of all wire (%)
met5 | 0 | - | 0
li1 | - | 142 | -
met3 | 0.455 | 0 | 2.6
met4 | 0 | 0 | 0
met2 | 9.23 | 3 | 67
met1 | 4.22 | 147 | 30
Power and IR drop assume default switching activity.
