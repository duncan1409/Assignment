==> design/flow/design.v <==
module mx2_32bits(d0, d1, s, y);
  input [31:0] d0, d1;
  input s;
  output [31:0] y;
  assign y=(s==0)?d0:d1;
endmodule
module mx8_32bits(a, b, c, d, e, f, g, h, s2, s1, s0, y);
  input [31:0] a, b, c, d, e, f, g, h;
  input s2, s1, s0;
  output [31:0] y;
  wire [31:0] w0, w1, w2, w3, w4, w5;
  mx2_32bits U0_mx2_32bits(.d0(a), .d1(b), .s(s0), .y(w0));
  mx2_32bits U1_mx2_32bits(.d0(c), .d1(d), .s(s0),.y(w1));
  mx2_32bits U2_mx2_32bits(.d0(e), .d1(f), .s(s0), .y(w2));
  mx2_32bits U3_mx2_32bits(.d0(g), .d1(h), .s(s0),.y(w3));
  mx2_32bits U4_mx2_32bits(.d0(w0), .d1(w1), .s(s1),.y(w4));
  mx2_32bits U5_mx2_32bits(.d0(w2), .d1(w3), .s(s1),.y(w5));
  mx2_32bits U6_mx2_32bits(.d0(w4), .d1(w5), .s(s2),.y(y));
endmodule
==> design/flow/run.sh <==
#!/bin/bash
# OpenROAD 26Q1-2900-gdf79404cd8, Yosys 0.63+post, stock flow scripts
make -C /OpenROAD-flow-scripts/flow DESIGN_CONFIG=/design/flow/config.mk WORK_HOME=/design/flow/orfs finish
==> design/flow/config.mk <==
export PLATFORM = sky130hd
export DESIGN_NAME = mx8_32bits
export DESIGN_NICKNAME = mx8_32bits
export VERILOG_FILES = /design/flow/design.v
export SDC_FILE = /design/flow/constraint.sdc
export NUM_CORES = 4
export LEC_CHECK = 1
export CORE_AREA = 10 10 120 120
export DIE_AREA = 0 0 130 130
==> design/flow/constraint.sdc <==
current_design mx8_32bits

set clk_period 1.9
set clk_io_pct 0.2

create_clock -name clk0 -period $clk_period

set non_clock_inputs [all_inputs -no_clocks]
set_input_delay [expr $clk_period * $clk_io_pct] -clock clk0 $non_clock_inputs
set_output_delay [expr $clk_period * $clk_io_pct] -clock clk0 [all_outputs]
==> ci_impl_report.md <==
## Implementation flow summary

| Metric | Value |
|---|---|
| Simple share | 0 |
| Die Height | 130 µm |
| Setup ws final | -0.244 ns |
| Synthesized area per cell | 18.2 µm² |
| Slowest CP cell | mux4_2 |
| Synth Warn # | 0 |
| Dpl ws | -0.568 ns |
| Part of the Yosys area used for sequential elements | 0 |
| Max Clock Freq | 0.466 GHz |
| Core box area | 11900 µm² |
| Hold Path Stages | 4 |
| DRC | 0 |
| P&R area growth vs syn | 179% |
| Overall routing resource usage | 0.158 |
| PwrDens | 235 nW/µm² |
| Final setup violating endpoints | 32 |
| Worst min-delay path class | input pin to output pin |
| Die Area | 16900 µm² |
| Core utilization at floorplan | 0.174 |
| Most frequent CP cell | buf_16 |
| Post-DP Area | 5190 µm² |
| Num rows | about 40 |
| Yosys synthesis chip area | 2070 µm² |
| Port Buffer Count | 291 |
| Detail Route Antenna Nets | 0 |
| Critical Path Max Stage Delay | 0.51 ns |
| Worst setup EP type | output pin |
| Top area contributor share | 0.507 |
| Vias | 2709 |
| Synthesized instance count | 114 |
| Fin area | 5780 µm² |
| Worst Max-Slew Pin Slew | between 0.15 and 0.2 ns |
| RSZ-0062 raised after global routing | true |
| Most numerous logic cell after layout | clkdlybuf4s50_1 |
| Ao+oa area frac | 0 |
| Share of cells above drive strength 1 | 0.410 |
| CP Data Required Time | 1.52 ns |
| Cell taking the most area after synthesis | mux4_1 |
| Worst vdd ir | between 100 and 150 µV |
| Violated checks | setup timing |
| Comb area leader | multiplexers |
| Die Wd | between 100 and 150 µm |
| XOR/XNOR Fraction of Synth Area | 0 |
| Max-cap violations | 0 |
| Count of tool warnings | 34 |
| Layout clock buffer count | 0 |
| RePlAce Congestion | just under 0.9 |
| Status | finished with violations |
| Initial antenna violation count | 0 |
| Antenna diodes | 0 |
| CP Launch Type | input pin |
| Vias in the first global route | around 3200 |
| Top cells excl fill/tap | clkdlybuf4s50_1, mux4_2, buf_6 |
| Flops | 0 |
| Worst-path cell chain | buf_16 -> buf_12 -> buf_16 -> buf_8 -> mux4_2 -> mux2_4 -> buf_6 |
| Detailed Routing Iterations Pass 1 | 5 |
| Syn Std Cell Area | ~2100 µm² |
| Total leakage power | around 2.4 nW |
| Fill cells | 1089 |
| Largest net degree at the start of global routing | 28 |
| Ys cells | 114 |
| Distinct cells, synth | 7 |
| Slew headroom | 0.885 |
| Adder Area Share | 0 |
| Routed WL | approximately 14000 µm |
| Top cells by area | mux4_1, mux4_2, mux2_2 |
| Post-route minimum period | 2.14 ns |
| CP Class | input pin to output pin |
| IO Count | slightly below 300 |
| MUX share of area | 0.941 |
| Gr ovfl total | 0 |
| CP Max Fanout | 5 |
| FF/Latch Area | 0 µm² |
| DRT iter0 DRCs | 65 |
| First-pass GRT wire length | 19800 µm |
| Final worst path period share | 1.13 |
| Worst path arrival time | 1.76 ns |
| Hold Fails Final Rpt | 0 |
| Slew Limit Fails | 0 |
| WL/cell | 23.6 µm |
| Dpl hpwl | about 11000 µm |
| Vias per cell | 4.62 |
[critical path, delay by kind of cell]
kind	cells	cell delay (ns)
buffers and inverters	5	0.58
muxes	2	0.80
[cell type report]
| cell class | count | area (µm²) | area share |
|---|---|---|---|
| well taps | 147 | 184 | 0.0318 |
| repair buffers | 343 | 3660 | 0.634 |
| multi-input cells | 96 | 1930 | 0.334 |
[Yosys cell counts, drive strengths merged]
master  instances
mux2           32
buf            16
clkbuf          2
mux4           64
[power by group]
| group | leakage [nW] | internal [mW] | total (mW) | switching, mW |
|---|---|---|---|---|
| Combinational | 2.41 | 1.05 | 1.36 | 0.312 |
| Sequential | 0 | 0 | 0 | 0 |
| Clock | 0 | 0 | 0 | 0 |
[metrics by stage]
| step | hold WS [ns] | instances | utilization | setup TNS [ns] | total power, mW |
|---|---|---|---|---|---|
| 2_1_floorplan | 1.05 | 114 | - | 0 | 0.366 |
| 3_3_place_gp | 1.70 | 543 | 0.436 | -16.43 | 1.14 |
| 6_report | 1.28 | 586 | 0.485 | -5.87 | 1.36 |
| 5_1_grt | 1.30 | 586 | 0.485 | -7.05 | 1.44 |
| 3_5_place_dp | 1.70 | 543 | 0.436 | -16.69 | 1.14 |
| 4_1_cts | 1.35 | 587 | 0.480 | -7.18 | 1.34 |
[path summary, 6_finish.rpt]
path,start,end,slack (ns)
setup / recovery,s0,y[13],-0.24
hold / removal,a[20],y[20],1.28
[cells by family (layout without fill, tap and decap cells)]
| group | Yosys count | after routing |
|---|---|---|
| buffers and inverters | 18 | 343 |
| muxes | 96 | 96 |
[per-layer routing]
layer,share of wire,up-vias,global-route usage
met1,0.36,1326,0.186
met3,0.11,8,0.0704
met4,0.0079,0,0.00992
met5,0,-,0
li1,-,1209,-
met2,0.52,166,0.274
[timing repair]
action | CTS | global route
hold buffers | 0 | 0
buffers inserted | 38 | 3
cloned | 6 | 0
resized | 245 | 39
setup endpoints to repair | 32 | 32
Power is estimated from default activity; no workload was simulated.
